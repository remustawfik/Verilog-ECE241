--- design/flow/design.v ---
module Lab6Part2(SW, KEY, CLOCK_50, LEDR, HEX0, HEX1);
    input [9:0] SW;
    input [3:0] KEY;
    input CLOCK_50;
    output [9:0] LEDR;
    output [6:0] HEX0, HEX1;
    wire resetn;
    wire go;
    wire [7:0] data_result;
    assign go = ~KEY[1];
    assign resetn = KEY[0];
    part2 u0(
        .clk(CLOCK_50),
        .resetn(resetn),
        .go(go),
        .data_in(SW[7:0]),
        .data_result(data_result)
    );
    assign LEDR[7:0] = data_result;
    hex_decoder H0(
        .hex_digit(data_result[3:0]), 
        .segments(HEX0)
        );
    hex_decoder H1(
        .hex_digit(data_result[7:4]), 
        .segments(HEX1)
        );
endmodule
module part2(
    input clk,
    input resetn,
    input go,
    input [7:0] data_in,
    output [7:0] data_result
    );
    wire ld_a, ld_b, ld_c, ld_x, ld_r;
    wire ld_alu_out;
    wire [1:0]  alu_select_a, alu_select_b;
    wire alu_op;
    control C0(
        .clk(clk),
        .resetn(resetn),
        .go(go),
        .ld_alu_out(ld_alu_out), 
        .ld_x(ld_x),
        .ld_a(ld_a),
        .ld_b(ld_b),
        .ld_c(ld_c), 
        .ld_r(ld_r), 
        .alu_select_a(alu_select_a),
        .alu_select_b(alu_select_b),
        .alu_op(alu_op)
    );
    datapath D0(
        .clk(clk),
        .resetn(resetn),
        .ld_alu_out(ld_alu_out), 
        .ld_x(ld_x),
        .ld_a(ld_a),
        .ld_b(ld_b),
        .ld_c(ld_c), 
        .ld_r(ld_r), 
        .alu_select_a(alu_select_a),
        .alu_select_b(alu_select_b),
        .alu_op(alu_op),
        .data_in(data_in),
        .data_result(data_result)
    );
 endmodule        
module control(
    input clk,
    input resetn,
    input go,
    output reg  ld_a, ld_b, ld_c, ld_x, ld_r,
    output reg  ld_alu_out,
    output reg [1:0]  alu_select_a, alu_select_b,
    output reg alu_op
    );
    reg [5:0] current_state, next_state; 
    localparam  S_LOAD_A        = 5'd0,
                S_LOAD_A_WAIT   = 5'd1,
                S_LOAD_B        = 5'd2,
                S_LOAD_B_WAIT   = 5'd3,
                S_LOAD_C        = 5'd4,
                S_LOAD_C_WAIT   = 5'd5,
                S_LOAD_X        = 5'd6,
                S_LOAD_X_WAIT   = 5'd7,
                S_CYCLE_0       = 5'd8,
					 S_CYCLE_1       = 5'd9,
					 S_CYCLE_2       = 5'd10,
					 S_CYCLE_3       = 5'd11,
                S_CYCLE_4       = 5'd12;
    always@(*)
    begin: state_table 
            case (current_state)
                S_LOAD_A: next_state = go ? S_LOAD_A_WAIT : S_LOAD_A;  
                S_LOAD_A_WAIT: next_state = go ? S_LOAD_A_WAIT : S_LOAD_B;  
                S_LOAD_B: next_state = go ? S_LOAD_B_WAIT : S_LOAD_B;  
                S_LOAD_B_WAIT: next_state = go ? S_LOAD_B_WAIT : S_LOAD_C;  
                S_LOAD_C: next_state = go ? S_LOAD_C_WAIT : S_LOAD_C;  
                S_LOAD_C_WAIT: next_state = go ? S_LOAD_C_WAIT : S_LOAD_X;  
                S_LOAD_X: next_state = go ? S_LOAD_X_WAIT : S_LOAD_X;  
                S_LOAD_X_WAIT: next_state = go ? S_LOAD_X_WAIT : S_CYCLE_0;  
                S_CYCLE_0: next_state = S_CYCLE_1;
                S_CYCLE_1: next_state = S_CYCLE_2;
					 S_CYCLE_2: next_state = S_CYCLE_3;
					 S_CYCLE_3: next_state = S_CYCLE_4;
					 S_CYCLE_4: next_state = S_LOAD_A;  
            default: next_state = S_LOAD_A;
        endcase
    end  
    always @(*)
    begin: enable_signals
        ld_alu_out = 1'b0;
        ld_a = 1'b0;
        ld_b = 1'b0;
        ld_c = 1'b0;
        ld_x = 1'b0;
        ld_r = 1'b0;
        alu_select_a = 2'b0;
        alu_select_b = 2'b0;
        alu_op       = 1'b0;
        case (current_state)
            S_LOAD_A: begin
                ld_a = 1'b1;
                end
            S_LOAD_B: begin
                ld_b = 1'b1;
                end
            S_LOAD_C: begin
                ld_c = 1'b1;
                end
            S_LOAD_X: begin
                ld_x = 1'b1;
                end
            S_CYCLE_0: begin  
                ld_alu_out = 1'b1; 
					 ld_a = 1'b1;  
					 ld_b = 1'b0;
                alu_select_a = 2'b00;  
                alu_select_b = 2'b11;  
                alu_op = 1'b1;  
            end
				S_CYCLE_1: begin  
                ld_alu_out = 1'b1; 
					 ld_a = 1'b1;  
					 ld_b = 1'b0;
                alu_select_a = 2'b00;  
                alu_select_b = 2'b11;  
                alu_op = 1'b1;  
            end
            S_CYCLE_2: begin  
                ld_alu_out = 1'b1; 
					 ld_a = 1'b0;
					 ld_b = 1'b1;  
                alu_select_a = 2'b01;  
                alu_select_b = 2'b11;  
                alu_op = 1'b1;  
            end
            S_CYCLE_3: begin  
					 ld_alu_out = 1'b1; 
					 ld_a = 1'b0;
                ld_b = 1'b1;  
                alu_select_a = 2'b00;  
                alu_select_b = 2'b01;  
                alu_op = 1'b0;  
            end
            S_CYCLE_4: begin  
					 ld_a = 1'b0;
					 ld_b = 1'b0;
                ld_r = 1'b1;  
                alu_select_a = 2'b10;  
                alu_select_b = 2'b01;  
                alu_op = 1'b0;  
            end
        endcase
    end  
    always@(posedge clk)
    begin: state_FFs
        if(!resetn)
            current_state <= S_LOAD_A;
        else
            current_state <= next_state;
    end  
endmodule
module datapath(
    input clk,
    input resetn,
    input [7:0] data_in,
    input ld_alu_out, 
    input ld_x, ld_a, ld_b, ld_c,
    input ld_r,
    input alu_op, 
    input [1:0] alu_select_a, alu_select_b,
    output reg [7:0] data_result
    );
    reg [7:0] a, b, c, x;
    reg [7:0] alu_out;
    reg [7:0] alu_a, alu_b;
    always@(posedge clk) begin
        if(!resetn) begin
            a <= 8'b0; 
            b <= 8'b0; 
            c <= 8'b0; 
            x <= 8'b0; 
        end
        else begin
            if(ld_a)
                a <= ld_alu_out ? alu_out : data_in;  
            if(ld_b)
                b <= ld_alu_out ? alu_out : data_in;  
            if(ld_x)
                x <= data_in;
            if(ld_c)
                c <= data_in;
        end
    end
    always@(posedge clk) begin
        if(!resetn) begin
            data_result <= 8'b0; 
        end
        else 
            if(ld_r)
                data_result <= alu_out;
    end
    always @(*)
    begin
        case (alu_select_a)
            2'd0:
                alu_a = a;
            2'd1:
                alu_a = b;
            2'd2:
                alu_a = c;
            2'd3:
                alu_a = x;
            default: alu_a = 8'b0;
        endcase
        case (alu_select_b)
            2'd0:
                alu_b = a;
            2'd1:
                alu_b = b;
            2'd2:
                alu_b = c;
            2'd3:
                alu_b = x;
            default: alu_b = 8'b0;
        endcase
    end
    always @(*)
    begin : ALU
        case (alu_op)
            0: begin
                   alu_out = alu_a + alu_b;  
               end
            1: begin
                   alu_out = alu_a * alu_b;  
               end
            default: alu_out = 8'b0;
        endcase
    end
endmodule
module hex_decoder(hex_digit, segments);
    input [3:0] hex_digit;
    output reg [6:0] segments;
    always @(*)
        case (hex_digit)
            4'h0: segments = 7'b100_0000;
            4'h1: segments = 7'b111_1001;
            4'h2: segments = 7'b010_0100;
            4'h3: segments = 7'b011_0000;
            4'h4: segments = 7'b001_1001;
            4'h5: segments = 7'b001_0010;
            4'h6: segments = 7'b000_0010;
            4'h7: segments = 7'b111_1000;
            4'h8: segments = 7'b000_0000;
            4'h9: segments = 7'b001_1000;
            4'hA: segments = 7'b000_1000;
            4'hB: segments = 7'b000_0011;
            4'hC: segments = 7'b100_0110;
            4'hD: segments = 7'b010_0001;
            4'hE: segments = 7'b000_0110;
            4'hF: segments = 7'b000_1110;   
            default: segments = 7'h7f;
        endcase
endmodule
--- design/flow/run.sh ---
#!/bin/bash
# OpenROAD 26Q1-2900-gdf79404cd8, Yosys 0.63+post, stock flow scripts
make -C /OpenROAD-flow-scripts/flow DESIGN_CONFIG=/design/flow/config.mk WORK_HOME=/design/flow/orfs finish
--- design/flow/config.mk ---
export PLATFORM = sky130hd
export DESIGN_NAME = Lab6Part2
export DESIGN_NICKNAME = Lab6Part2
export VERILOG_FILES = /design/flow/design.v
export SDC_FILE = /design/flow/constraint.sdc
export NUM_CORES = 4
export LEC_CHECK = 1
export CORE_UTILIZATION = 30
--- design/flow/constraint.sdc ---
current_design Lab6Part2

set clk_period 6.7
set clk_io_pct 0.2

create_clock -name clk0 -period $clk_period [get_ports {CLOCK_50}]

set non_clock_inputs [all_inputs -no_clocks]
set_input_delay [expr $clk_period * $clk_io_pct] -clock clk0 $non_clock_inputs
set_output_delay [expr $clk_period * $clk_io_pct] -clock clk0 [all_outputs]
==> results.toml <==
# physical design summary
[synthesis]
yosys_area_mm2 = 0.00452
ys_warn_count = 5
async_flop_share_pct = 0
yosys.stat.seqShare_pct = 29.7
synth_flops = 67
synth.avg_cell_area_um2 = 9.38
synth_cells = 482
edf_count = 0
synthDistinctLibCells = 58
ff_type = "dfxtp_1"
yosys_cells = 482
syn-cell-area_mm2 = 0.00452

[grt]
grt_pass1_wl_mm = 16.9
grt-ovfl-total = 0
antenna_found_initial = 0
grt_use_met2_pct = 20.6
grt_busiest_layer = "met2"
grt_max_degree = 45
grt_pass1_vias = 3370
grt_util_met1_pct = 20.2
grt.met3_usage_pct = 3.46
track_usage_pct = 13.7

[hold_path]
hp-class = "reg -> reg"
hold_depth = 2
min_from = "u0.D0.b[5]$_SDFFE_PN0P_"
min_to = "u0.D0.b[5]$_SDFFE_PN0P_"

[setup_path]
cp_top_family = "adder cells"
cpMostUsedCell = "inv_1"
end_kind = "flop"
r2r_cells = 18
rr_endpoint = "HEX1[3]$_DFF_P_"
cp-start-kind = "flop"
crit_type = "reg -> reg"
cp_num_cells = 18
slowest_delay_ns = 0.72
r2r_setup_slack_ns = 0.82
cp_max_fo = 14
critPathSlowestCell = "dfxtp_1"
worstPathCellList = "mux4_2, ha_1, inv_1, fa_1, inv_1, ha_1, fa_1, inv_1, fa_1, inv_1, ha_1, a21oi_1, xnor3_1, xnor3_1, mux2i_2, mux2i_4, or4_1, o211ai_1"
crit_arrival_ns = 6.12
required_ns = 6.95
crit-reg2reg-launch = "u0.D0.alu_op$_SDFF_PP0_"
path_buffers = 4

[finish]
drive_gt1_share_pct = 9.65
area_growth_pct = 16.2
fill_cells = 1421

[clocking]
htree_levels = 3
clock_latency_ns = 0.33
hold_buffers = 0
cts_resized = 0
cts_tree = "done"
cts_setup_buffers = 0
cts.sinks = 67
cts_made_buffers = 9
cts.path.max_buffers = 2
cts-root-buf = "clkbuf_16"
clk_pin_slew_worst_paths_ns = 0.06

[drt]
vias = 3384
drt-initial-drc-count = 170
ant_nets = 0
postRouteWirelength_mm = 9.91
viasPerCell = 4.89
avgRoutedWirePerCell_um = 14.3
drt_pass1_iterations = 4
drc = 0
antennaDiodeCount = 0

[timing]
slew_headroom_pct = 41.5
fmax_ghz = 0.170
maxSlewViolCount = 0
clock_skew_ns = 0.00993
setup_viol = 0
hold_violations = 0
period_needed_ns = 5.88
tns_ns = 0
min_period_over_period_pct = 87.7
tightest_slew_ns = 0.878
rsz0062_at_grt = "no"

[placed_design]
port_buffers = 32
gp_congestion = 0.896
dp_hpwl_mm = 7.21

[pwr]
power_density_mw_per_mm2 = 196
irDropWorstVdd_v = 0.000147
sequentialPowerShare_pct = 40.3
switchingPower_w = 0.000274
p_total_w = 0.00103
intPower_w = 0.000755
power.share.clock_pct = 47.4
p_leak_nw = 2.14
switching_share_pct = 26.7
p_comb_share_pct = 12.4

[flow_run]
maxCapViolCount = 0
warnings = 37

[floorplan]
chipWidth_um = 125
die_h_um = 125
floorplan.core_util_pct = 30.9
core_area_mm2 = 0.0146
dieArea_mm2 = 0.0156
pin_count = 39
num_rows = 44

[outcome]
status = "finished clean"
[cells by family after synthesis]
group	Yosys count	synth area share (%)
adder cells (fa/ha/maj)	46	14.7
flip-flops	67	29.7
AND-OR/OR-AND	79	11.4
multiplexers	55	17.4
other	1	0.0830
XOR/XNOR	23	5.07
AND/OR/NAND/NOR	141	14.5
buffers and inverters	70	7.17
[sequential cells by signal, summed over array words and instances (netlist names), 2 cells and up]
signal and cells:
HEX0 7, HEX1 7, u0.C0.current_state 4, u0.D0.a 8, u0.D0.alu_select_a 2, u0.D0.b 8
u0.D0.c 8, u0.D0.data_result 8, u0.D0.x 8
[synth_stat cells (3+ instances only)]
cell      instances  area share, %
a211oi_1          5           0.83
a21o_1            3           0.50
a21oi_1          25            2.8
a31oi_1           6           0.83
and2_1           15            2.1
buf_1             6           0.50
buf_4             8            1.3
buf_6             4            1.0
clkbuf_1          9           0.75
dfxtp_1          67             30
fa_1             12            5.3
ha_1             33            9.1
inv_1            41            3.4
mux2i_1          35            7.7
mux4_1            5            2.9
mux4_2           11            5.5
nand2_1          38            3.2
nand2b_1          3           0.42
nor2_1           59            4.9
nor2b_1           5           0.69
nor3_1            3           0.33
o211ai_1          3           0.50
o21ai_0          11            1.2
o22ai_1           7           0.97
or3_1             3           0.42
xnor2_1          13            2.5
xor2_1            8            1.6
[layer usage]
layer | up-vias | share of wire [%]
met5 | - | 0
met1 | 1582 | 48
met4 | 0 | 2.5
li1 | 1705 | -
met2 | 81 | 43
met3 | 16 | 6.0
[layout make-up]
| class | count | area [um2] | area share (%) |
|---|---|---|---|
| clock buffer | 9 | 225 | 4.29 |
| clock inverter | 7 | 82.6 | 1.57 |
| inverter | 42 | 158 | 3.00 |
| multi-input combinational | 346 | 2860 | 54.4 |
| sequential | 67 | 1340 | 25.5 |
| tap | 184 | 230 | 4.38 |
| timing repair buffer | 37 | 358 | 6.81 |
[power groups by stage]
stage	Clock, W	Sequential, W	Combinational [W]
4_1_cts	0.000499	0.000414	0.000128
5_1_grt	0.000515	0.000415	0.000143
6_report	0.000487	0.000414	0.000127
[cells in the final DEF, fill, tap and decap left out, types with 3 or more instances in the layout]
master           instances
xnor2_1                 13
o22ai_1                  7
mux4_2                  11
and2_1                  15
nor2_1                  59
ha_1                    33
a31oi_1                  6
clkdlybuf4s50_1         32
o211ai_1                 3
nor3_1                   3
clkbuf_16                9
mux4_1                   5
a211oi_1                 5
dfxtp_1                 67
nand2_1                 38
mux2i_1                 35
a21o_1                   3
nor2b_1                  5
buf_4                    5
a21oi_1                 25
inv_1                   41
nand2b_1                 3
or3_1                    3
fa_1                    12
o21ai_0                 11
xor2_1                   8
[metrics by stage]
| stage | area (um2) | hold slack [ns] | std cells | utilization, % | setup WS [ns] |
|---|---|---|---|---|---|
| floorplan | 4520 | 0.452 | 483 | - | 1.50 |
| global placement | 4950 | 0.476 | 676 | 33.8 | 0.880 |
| detailed placement | 4950 | 0.489 | 676 | 33.8 | 0.844 |
| CTS | 5250 | 0.499 | 692 | 35.9 | 0.814 |
| global route | 5250 | 0.531 | 692 | 35.9 | 0.512 |
| finish | 5250 | 0.497 | 692 | 35.9 | 0.825 |
[worst min-delay path: cells and delay by family, from the launching register on]
kind	cells	cell delay, ns
simple gates	1	0.06
flops	1	0.32
compound gates	1	0.07
[worst max path at each step]
stage / startpoint / to / slack [ns]
4_1_cts: u0.D0.alu_op$_SDFF_PP0_ / HEX1[3]$_DFF_P_ / 0.81
6_report: u0.D0.alu_op$_SDFF_PP0_ / HEX1[3]$_DFF_P_ / 0.82
5_1_grt: u0.D0.alu_op$_SDFF_PP0_ / HEX1[3]$_DFF_P_ / 0.51
