===== flow/config.mk =====
export PLATFORM = sky130hd
export DESIGN_NAME = Lab6Part1
export DESIGN_NICKNAME = Lab6Part1
export VERILOG_FILES = /design/flow/design.v
export SDC_FILE = /design/flow/constraint.sdc
export NUM_CORES = 4
export LEC_CHECK = 1
export CORE_AREA = 10 10 70 70
export DIE_AREA = 0 0 80 80

===== flow/run.sh =====
#!/bin/bash
# OpenROAD 26Q1-2900-gdf79404cd8, Yosys 0.63+post, stock flow scripts
make -C /OpenROAD-flow-scripts/flow DESIGN_CONFIG=/design/flow/config.mk WORK_HOME=/design/flow/orfs finish

===== flow/constraint.sdc =====
current_design Lab6Part1

set clk_period 1.4
set clk_io_pct 0.2

create_clock -name clk0 -period $clk_period [get_ports {KEY}]

set non_clock_inputs [all_inputs -no_clocks]
set_input_delay [expr $clk_period * $clk_io_pct] -clock clk0 $non_clock_inputs
set_output_delay [expr $clk_period * $clk_io_pct] -clock clk0 [all_outputs]

===== flow/design.v =====
module Lab6Part1(SW, KEY, LEDR);
	input [9:0] SW;
	input [3:0] KEY;
	output [9:0] LEDR;
	wire w, clock, reset_b;
	reg [3:0] y_Q, Y_D;  
	wire out_light;
	parameter A = 4'b0000, B = 4'b0001, C = 4'b0010, D = 4'b0011, E = 4'b0100, F = 4'b0101, G = 4'b0110;
	assign w = SW[1];
	assign clock = ~KEY[0];
	assign reset_b = SW[0];
always @(*)
	begin: state_table
		case (y_Q)
		A: begin
		if (!w) Y_D = A;
		else Y_D = B;
		end
		B: begin
		if(!w) Y_D = A;
		else Y_D = C;
		end
		C: begin
		if(!w) Y_D = E;
		else Y_D = D;
		end
		D: begin
		if(!w) Y_D = E;
		else Y_D = F;
		end
		E: begin
		if(!w) Y_D = A;
		else Y_D = G;
		end
		F: begin
		if(!w) Y_D = E;
		else Y_D = F;
		end
		G: begin
		if(!w) Y_D = A;
		else Y_D = C;
		end
		default: Y_D = A;
		endcase
	end  
	always @(posedge clock)
	begin: state_FFs
	if(reset_b == 1'b0)
	y_Q <= 4'b0000;
	else
	y_Q <= Y_D;
end 
assign out_light = ((y_Q == F) | (y_Q == G));
assign LEDR[9] = out_light;
assign LEDR[3:0] = y_Q;
endmodule

==> results.json <==
{
  "timing.setup.tns_ns": -1.67,
  "largest_register_ff_count": 3,
  "tritoncts": "done",
  "maxSlewViolCount": 0,
  "synth-seq-area-share_pct": 28.6,
  "wl_um": 550,
  "finalInstanceArea_sq_um": 393,
  "timing.clock.skew_ns": 0.00520,
  "globalRouteOverflowTotal": 0,
  "cap_violations": 0,
  "grt_pass1_wl_um": 903,
  "numPortBuffers": 6,
  "largest_registers": "y_Q x3",
  "fp-row-count": 21,
  "crit_fanout": 4,
  "gp_routability_congestion": 0.665,
  "ys_chip_area_sq_um": 210,
  "synth_register_bits": 3,
  "reg2regPathDepth": 5,
  "placedInstanceArea_sq_um": 332,
  "ir_drop_mv": 0.127,
  "grt_setup_unrepaired": "yes",
  "grt_pass1_vias": 235,
  "clock-root-buffer": "clkbuf_4",
  "routed-via-count": 182,
  "synth-edff-count": 0,
  "ys.warnings.count": 6,
  "cts_max_path_buffers": 2,
  "synth.lib_cells_used.distinct": 15,
  "drc": 0,
  "netlist_area_sq_um": 210,
  "timing_hold_violations_final": 0,
  "groute.usage.overall_pct": 1.85,
  "fp-utilization_pct": 6.15,
  "core-area_sq_um": 3420,
  "cellPowerDensity_nw_per_um2": 775,
  "outcome": "finished, violations left",
  "synth-main-ff-cell": "dfxtp_1",
  "insertion_delay_ns": 0.27,
  "syn_inst": 26,
  "holdWs_ns": 0.676,
  "worst_slack_ns": -0.561,
  "failed_checks": "setup timing",
  "die_width_um": 80,
  "worst_setup_hold_path_clk_slew_ns": 0.03,
  "critical_path.endpoint_type": "output port",
  "drt-wirelength-per-cell_um": 6.32,
  "total_leakage_power_uw": 0.000187,
  "yosys.area.top_type": "dfxtp_1",
  "detailed_place_hpwl_um": 421,
  "synthArstFlopShare_pct": 0,
  "hold_path_depth": 3,
  "cts.hold.buffers_added": 0,
  "grt_antenna_before_repair": 0,
  "topCellsByArea": "dfxtp_1, buf_4, nor2_1",
  "largest-register": "y_Q",
  "start_kind": "flop",
  "setup_viol_count_final": 4,
  "tool_warnings": 66,
  "ctsHtreeMaxLevel": 1,
  "beginning_of_the_worst_register_to_register_path": "y_Q[2]$_SDFF_NN0_",
  "grt_start_max_net_pins": 5,
  "crit_arrival_ns": 1.68,
  "diodes": 0,
  "synthToLayoutAreaGrowth_pct": 86.9,
  "post-place-cells": 80,
  "top_cell_area_share_pct": 28.6,
  "design.portCount": 24,
  "critPathRequiredTime_ns": 1.12,
  "post_drt_via_cell_ratio": 2.09,
  "numClockSinks": 3,
  "avgSynthCellArea_sq_um": 8.08,
  "die_area_sq_um": 6400,
  "dr.pass1.iters": 2,
  "ys_cells": 26,
  "layout-drive-gt1-share_pct": 51.2,
  "die-height_um": 80,
  "detailedRoute.firstIterationViolations": 10,
  "min-delay-start": "y_Q[0]$_SDFF_NN0_",
  "final_standard_cell_count_with_taps_included_and_fillers_excluded": 87,
  "worst_hold_path_type": "reg2reg",
  "top_cell": "buf_4",
  "detail-route-antenna-nets": 0,
  "synthTopCellsByCount": "buf_4, nor2_1, dfxtp_1",
  "cts-buffers-inserted": 3,
  "path_class": "reg2out",
  "power.total_uw": 304,
  "setup.worst_path.start": "y_Q[0]$_SDFF_NN0_"
}
## area by class of cell
cell class / instances / area (sq um)
Multi-Input combinational cell: 20 / 134
Sequential cell: 3 / 68.8
Clock buffer: 3 / 22.5
Fill cell: 398 / 3020
Clock inverter: 4 / 15.0
Tap cell: 46 / 57.6
Timing Repair Buffer: 11 / 95.1
## stage by stage
stage | setup slack [ns] | utilization (%)
after detailed placement | -0.668 | 9.71
after floorplan | -0.255 | -
after global placement | -0.640 | 9.71
after CTS | -0.589 | 11.3
after global routing | -0.652 | 11.5
final | -0.561 | 11.5
## repair_timing
action / 4_1_cts / 5_1_grt
pin swaps: 3 / 1
endpoints found under the hold margin: 0 / 0
setup endpoints to repair: 7 / 6
buffers inserted: 1 / 0
gates resized: 20 / 4
## final timing paths
| kind | endpoint | slack [ns] |
|---|---|---|
| setup / recovery | LEDR[9] | -0.56 |
| hold / removal | y_Q[1]$_SDFF_NN0_ | 0.68 |
| setup reg to reg | y_Q[1]$_SDFF_NN0_ | 0.39 |
| hold reg to reg | y_Q[1]$_SDFF_NN0_ | 0.68 |
## per-layer routing
| metal | part of all wire, % | vias to the layer above | track usage [%] |
|---|---|---|---|
| met5 | 0 | - | 0 |
| met4 | 0 | 0 | 0.880 |
| met3 | 16 | 0 | 2.39 |
| met2 | 46 | 10 | 2.17 |
| met1 | 38 | 76 | 1.79 |
| li1 | - | 96 | - |
## cells by family after synthesis
| kind of cell | count (synthesis) | synth area share, % |
|---|---|---|
| buf+inv | 8 | 26.8 |
| xor+xnor | 2 | 8.33 |
| simple gates | 9 | 25.0 |
| compound gates | 3 | 9.52 |
| flops | 3 | 28.6 |
| other cells | 1 | 1.78 |
## report_power, final
| group | internal (uW) | switching, uW |
|---|---|---|
| registers | 89.6 | 6.07 |
| logic | 32.0 | 17.2 |
| clock network | 110 | 49.3 |
## cell usage in the layout (no fill, tap or decap)
| master | Yosys | layout |
|---|---|---|
| a21boi_2 | 0 | 1 |
| buf_2 | 0 | 1 |
| buf_4 | 7 | 4 |
| buf_6 | 0 | 3 |
| clkbuf_2 | 0 | 1 |
| clkbuf_4 | 0 | 3 |
| conb_1 | 1 | 6 |
| dfxtp_2 | 0 | 1 |
| dfxtp_4 | 0 | 2 |
| dlygate4sd2_1 | 0 | 1 |
| dlymetal6s2s_1 | 0 | 1 |
| inv_1 | 1 | 4 |
| nand2_2 | 0 | 1 |
| nand2b_4 | 0 | 2 |
| nor2_1 | 4 | 4 |
| nor2b_2 | 0 | 1 |
| nor3b_2 | 1 | 1 |
| o21a_1 | 1 | 1 |
| o21ai_1 | 1 | 1 |
| xnor2_1 | 1 | 1 |
| xor2_1 | 1 | 1 |
## worst max-delay path, stage by stage (launching register included)
cell and delay [ns]:
dfxtp_4 0.35, nand2b_4 0.14, a21boi_2 0.12, buf_2 0.10
