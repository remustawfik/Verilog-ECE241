### flow/run.sh
#!/bin/bash
# OpenROAD 26Q1-2900-gdf79404cd8, Yosys 0.63+post, stock flow scripts
make -C /OpenROAD-flow-scripts/flow DESIGN_CONFIG=/design/flow/config.mk WORK_HOME=/design/flow/orfs finish
### flow/design.v
`timescale 1ns / 1ns 
module Lab4Part2(LEDR, SW,KEY,HEX0,HEX1,HEX2,HEX3,HEX4,HEX5);
	 input [9:0] SW;
	 input [3:0] KEY;
	 output [6:0] HEX0,HEX1,HEX2,HEX3,HEX4,HEX5;
         output [9:0] LEDR;
	 wire [3:0] A;
	 wire [3:0] B;
	 wire [2:0] ALUinput;
	 wire [4:0] Adder_Result;
	 wire [2:0] zero;
	 wire Cin;
	 wire Clock;
	 wire reset_b;
	 wire [7:0] q_ate_bit;
         reg [7:0] ALUout;
         assign Clock = KEY[0];
	 assign A = SW[3:0];
	 assign cin = SW[8];
	 assign reset_b = SW[9];
	 assign LEDR[7:0] = ALUout;
	 assign HEX1[6:0] = 7'b1000000;
	 assign HEX2[6:0] = 7'b1000000;
	 assign HEX3[6:0] = 7'b1000000;
	 assign ALUinput = KEY[3:1];
	 assign zero = 3'b000;
	 HEX_NUM block0 (
			  .a(A[3]),
		          .b(A[2]),
			  .c(A[1]),
			  .d(A[0]),
			  .H0(HEX0[0]),
			  .H1(HEX0[1]),
			  .H2(HEX0[2]),
			  .H3(HEX0[3]),
			  .H4(HEX0[4]),
			  .H5(HEX0[5]),
			  .H6(HEX0[6]),
			);
	HEX_NUM block1 (
			  .a(q_ate_bit[3]),
			  .b(q_ate_bit[2]),
			  .c(q_ate_bit[1]),
			  .d(q_ate_bit[0]),
			  .H0(HEX4[0]),
			  .H1(HEX4[1]),
			  .H2(HEX4[2]),
			  .H3(HEX4[3]),
			  .H4(HEX4[4]),
			  .H5(HEX4[5]),
			  .H6(HEX4[6]),
			);
	HEX_NUM block2 (
			  .a(q_ate_bit[7]),
			  .b(q_ate_bit[6]),
			  .c(q_ate_bit[5]),
			  .d(q_ate_bit[4]),
			  .H0(HEX5[0]),
			  .H1(HEX5[1]),
			  .H2(HEX5[2]),
			  .H3(HEX5[3]),
			  .H4(HEX5[4]),
			  .H5(HEX5[5]),
			  .H6(HEX5[6]),
			);
	four_bit_adder block3(
			  .cin(Cin),
			  .a0(A[0]),
			  .b0(B[0]),
			  .a1(A[1]),
			  .b1(B[1]),
			  .a2(A[2]),
			  .b2(B[2]),
			  .a3(A[3]),
			  .b3(B[3]),
			  .s0(Adder_Result[0]),
			  .s1(Adder_Result[1]),
			  .s2(Adder_Result[2]),
			  .s3(Adder_Result[3]),
			  .cout(Adder_Result[4])
			);
       synch_set_register block4(
			  .d(ALUout),
			  .Clock(~Clock),
			  .Reset_b(reset_b),
			  .q(q_ate_bit),					
			);
assign B = q_ate_bit[3:0]; 							
always@(*)
	begin
	case(~ALUinput)
	3'b000: ALUout = {zero, Adder_Result}; 
	3'b001: ALUout = A+B;
	3'b010: ALUout = ({A,B})? 8'b01111110 : 8'b00000000; 
	3'b101: ALUout = {(A^B),(A|B)}; 
	3'b011: ALUout = (|{A,B})? 8'b10000001 : 8'b00000000; 
	3'b100: ALUout = {A,B<<A}; 
	3'b110: ALUout = A*B;
	3'b111: ALUout = q_ate_bit; 
	default: ALUout = 8'b00000000;
	endcase
	end
endmodule
module synch_set_register(d,Clock,Reset_b,q);
	input [7:0] d;
	input Clock;
	input Reset_b;
	output reg [7:0] q;
	always @(posedge Clock)  
	begin
		if (Reset_b == 1'b0)
			begin			 
			q <= 8'b0;
			end         
		else           
			begin	
			q <= d;
			end	
	end
endmodule 
module four_bit_adder(cin,a0,b0,a1,b1,a2,b2,a3,b3,s0,s1,s2,s3,cout);
	input cin,a0,b0,a1,b1,a2,b2,a3,b3;
	output s0,s1,s2,s3,cout;
	wire c1,c2,c3;
	full_adder FA1(a0,b0,cin,s0,c1);
	full_adder FA2(a1,b1,c1,s1,c2);
	full_adder FA3(a2,b2,c2,s2,c3);
	full_adder FA4(a3,b3,c3,s3,cout);
endmodule
module full_adder(a,b,ci,s,co);
	input a,b,ci;
	output s,co;
	wire w1;
	assign w1 = a ^ b;
	assign s = ci ^ w1;
	mux2to1 cat (b,ci,w1,co);
endmodule
module mux2to1(x,y,s,m);
   input x,y,s;
	output m;
   assign m = s ? y : x;
endmodule 
module HEX_NUM(a,b,c,d, H0,H1,H2,H3,H4,H5,H6);
	input a,b,c,d;
	output H0,H1,H2,H3,H4,H5,H6;
   h0_block HB0(a, b, c, d,H0);
   h1_block HB1(a, b, c, d,H1);
   h2_block HB2(a, b, c, d,H2);
   h3_block HB3(a, b, c, d,H3);
   h4_block HB4(a, b, c, d,H4);
   h5_block HB5(a, b, c, d,H5);
   h6_block HB6(a, b, c, d,H6);
endmodule
module h0_block(a, b, c, d,h0);
    input a;  
    input b;  
    input c;  
    input d;
	 output h0;
		assign h0 = (b | d) & (a | ~c) & (~b|~c) & (~a|d) & (a|~b|~d) & (~a|b|c);
endmodule
module h1_block(a, b, c, d,h1);
    input a;  
    input b;  
    input c;  
    input d;
	 output h1;
		assign h1 = (a | b) & (b | d) & (a|c|d) & (a|~c|~d) & (~a|c|~d);
endmodule
module h2_block(a, b, c, d,h2);
    input a;  
    input b;  
    input c;  
    input d;
	 output h2;
		assign h2 = (a | c) & (a | ~d) & (c|~d) & (a|~b) & (~a|b);
endmodule
module h3_block(a, b, c, d,h3);
    input a;  
    input b;  
    input c;  
    input d;
	 output h3;
		assign h3 = (a|b | d) & (b | ~c|~d) & (~b|c|~d) & (~b|~c|d) & (~a|c|d);
endmodule
module h4_block(a, b, c, d,h4);
    input a;  
    input b;  
    input c;  
    input d;
	 output h4;
		assign h4 = (b | d) & (~c | d) & (~a|~c) & (~a|~b);
endmodule
module h5_block(a, b, c, d,h5);
    input a;  
    input b;  
    input c;  
    input d;
	 output h5;
		assign h5 = (c | d) & (~b | d) & (~a|b) & (~a|~c) & (a|~b|c);
endmodule
module h6_block(a, b, c, d,h6);
    input a;  
    input b;  
    input c;  
    input d;
	 output h6;
		assign h6 = (b | ~c) & (~c | d) & (~a| b) & (~a|~d) & (a|~b|c) ;
endmodule
### flow/config.mk
export PLATFORM = sky130hd
export DESIGN_NAME = Lab4Part2
export DESIGN_NICKNAME = Lab4Part2
export VERILOG_FILES = /design/flow/design.v
export SDC_FILE = /design/flow/constraint.sdc
export NUM_CORES = 4
export LEC_CHECK = 1
export CORE_UTILIZATION = 30
### flow/constraint.sdc
current_design Lab4Part2

set clk_period 7.2
set clk_io_pct 0.2

create_clock -name clk0 -period $clk_period

set non_clock_inputs [all_inputs -no_clocks]
set_input_delay [expr $clk_period * $clk_io_pct] -clock clk0 $non_clock_inputs
set_output_delay [expr $clk_period * $clk_io_pct] -clock clk0 [all_outputs]
==> impl_metrics.yaml <==
# physical design summary
status:
  status: "finished clean"
final_timing:
  setup_viol: 0
  rsz0062_at_grt: "no"
  fin_setup_tns_ns: 0
  final_hold_viol_count: 0
  period_needed_ns: 6.58
  slew_headroom_pct: 47.8
  final_max_slew_viol_count: 0
  unclocked_regs: 8
  post-route-period-util_pct: 91.5
  fmax_ghz: 0.152
  untimed_endpoints: 22
  worst_slew_pin_slew_ns: 0.781
floorplanning:
  die_x_um: 91.7
  chipArea_um2: 8400
  pin_count: 66
  rows: 32
  core_area_um2: 7770
  die_h_um: 91.7
  fp_util_pct: 31.0
detailed_routing:
  drtIter0Drc: 202
  wl_um: 5720
  via_per_inst: 5.09
  wl_per_cell_um: 12.8
  dr.pass1.iters: 4
  n_antenna_cell: 0
  ant_nets: 0
  vias: 2267
  drc_errors: 0
power_and_ir_drop:
  p_leak_nw: 1.10
  combPwrFrac_pct: 93.4
  p_clk_share_pct: 0
  p_total_uw: 96.7
  ir_drop_uv: 16.9
  p_switching_uw: 47.8
  pwr_density_cell_nw_per_um2: 37.2
  p_int_uw: 48.9
  swShare_pct: 49.5
  pwr-share-seq_pct: 6.6
global_route:
  grt_use_total_pct: 13.4
  grt_max_degree: 30
  grt_pass1_vias: 1902
  grt_pass1_wl_um: 9250
  overflow: 0
  antenna_found_initial: 0
worst_setup_path:
  path_class: "in2out"
  critPathMaxFanout: 6
  cp.arrival_ns: 5.14
  cp-end-kind: "output pin"
  crit_path_start_kind: "input pin"
  cp.required_ns: 5.76
layout:
  fin_cells: 445
  largest_reg_flops: 8
  drive_gt1_share_pct: 5.25
  reg.largest.list: "block4.q (8)"
  largest_register: "block4.q"
  syn_to_final_growth_pct: 7.89
logic_synthesis:
  syn_area_um2: 2410
  ys.warnings.count: 6
  synth.avg_cell_area_um2: 6.97
  ys.flops: 8
  yosys_cells: 346
  ys_seq_share_pct: 6.64
  synth-edff-count: 0
  synthCells: 346
  ys_area_um2: 2410
  synthArstFlopShare_pct: 0
  synthFlopType: "dfxtp_1"
  synth_cell_types: 57
flow_run:
  warnings: 42
  drv_cap: 0
placed_design:
  place.gp.congestion: 0.854
  dpl.hpwl_um: 4350
  numPlacedInstances: 445
  io_buffers: 38
clock_network:
  post_cts_buffers: 0
  postCtsHoldBufs: 0
  cts_resized: 0
hold_path:
  hold_path_class: "in2out"
-- worst max-delay path, cell delays in order --
cell and delay, ns:
clkdlybuf4s50_1 0.67, nand2_1 0.12, fa_1 0.50, inv_1 0.05
fa_1 0.56, inv_1 0.06, fa_1 0.42, nor2b_1 0.14
o41ai_1 0.31, a22oi_1 0.20, a21oi_1 0.17, clkdlybuf4s50_1 0.48
-- power groups by stage --
stage | Clock, mW | Sequential [mW] | Combinational (mW)
4_1_cts | 0 | 0.00630 | 0.0909
6_report | 0 | 0.00635 | 0.0903
5_1_grt | 0 | 0.00672 | 0.101
-- metal layers --
metal	share of wire (%)	global-route usage, %	routed length, µm
met4	0	0.529	0
met5	0	0	0
met2	43	20.2	2470
met1	52	21.8	2950
met3	5.3	1.27	304
-- cell usage in the layout, fill, tap and decap left out, types with 2 or more instances in the layout --
cell / instances
a2111oi_0: 2
a211o_1: 2
a211oi_1: 7
a21boi_0: 2
a21o_1: 2
a21oi_1: 26
a311oi_1: 2
a31oi_1: 9
buf_4: 6
clkdlybuf4s50_1: 38
conb_1: 23
dfxtp_1: 8
fa_1: 5
ha_1: 21
inv_1: 20
mux2i_1: 9
nand2_1: 19
nand2b_1: 10
nand3_1: 9
nand3b_1: 3
nor2_1: 34
nor2b_1: 6
nor3_1: 8
nor3b_1: 2
nor4_4: 2
o21a_1: 3
o21ai_0: 22
o22ai_1: 5
o31ai_1: 2
o32ai_1: 3
or3b_2: 6
xnor2_1: 3
xor2_1: 3
-- path summary, 6_finish.rpt --
kind / startpoint / end / slack (ns) / cells past startpoint
setup / recovery: SW[2] / LEDR[4] / 0.62 / 12
hold / removal: SW[3] / HEX0[6] / 4.04 / 5
-- stage by stage --
| step | setup slack (ns) | area [µm²] | util (%) | hold slack [ns] |
|---|---|---|---|---|
| global route | 0.481 | 2600 | 33.5 | 4.15 |
| global placement | 0.609 | 2600 | 33.5 | 4.05 |
| finish | 0.615 | 2600 | 33.5 | 4.04 |
| CTS | 0.615 | 2600 | 33.5 | 4.06 |
| floorplan | 1.50 | 2490 | - | 3.02 |
| detailed placement | 0.630 | 2600 | 33.5 | 4.05 |
-- synthesized netlist by cell type (all sizes together), types with 8 or more instances --
cell type,count,area (µm²)
nand2b,10,62.6
mux2i,9,90.1
dfxtp,8,160
inv,20,75.1
buf,53,385
ha,21,263
nor3,8,40.0
nand2,19,71.3
o21ai,22,110
a21oi,26,130
a31oi,9,56.3
nand3,9,45.0
clkbuf,15,56.3
nor2,34,128
-- final cells by class --
| type | instances | area, µm² |
|---|---|---|
| Sequential cell | 8 | 160 |
| Inverter | 21 | 78.8 |
| Timing Repair Buffer | 44 | 425 |
| Multi-Input combinational cell | 270 | 1810 |
| Tap cell | 102 | 128 |
| Fill cell | 837 | 5170 |
-- kinds of logic (layout without fill, tap and decap cells) --
family	after synthesis	in the layout	share of synthesized area [%]
other	2	23	0.311
buffers and inverters	89	65	21.6
flip-flops	8	8	6.64
adder cells (fa/ha/maj)	27	27	15.5
AND/OR/NAND/NOR	107	107	24.2
AND-OR/OR-AND	98	98	25.8
multiplexers	9	9	3.74
XOR/XNOR	6	6	2.18
Power and IR drop assume default switching activity.
